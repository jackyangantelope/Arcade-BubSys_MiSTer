`./design.v`:
```
module BubSys_SRAM #(parameter AW=10, parameter DW=8, parameter simhexfile="") (
    input   wire            i_MCLK,
    input   wire   [AW-1:0] i_ADDR,
    input   wire   [DW-1:0] i_DIN,
    output  reg    [DW-1:0] o_DOUT,
    input   wire            i_RD,
    input   wire            i_WR
);
reg     [DW-1:0]   RAM [0:(2**AW)-1];
always @(posedge i_MCLK) begin
    if(i_WR) RAM[i_ADDR] <= i_DIN;
    else begin
        if(i_RD) o_DOUT <= RAM[i_ADDR];
    end
end
integer i;
initial begin
    if( simhexfile != "" ) begin
        $readmemh(simhexfile, RAM);
    end
end
endmodule
```
`./config.mk`:
```
export PLATFORM = sky130hd
export DESIGN_NAME = BubSys_SRAM
export DESIGN_NICKNAME = BubSys_SRAM
export VERILOG_FILES = /design/flow/design.v
export SDC_FILE = /design/flow/constraint.sdc
export NUM_CORES = 4
export LEC_CHECK = 1
export CORE_UTILIZATION = 30
export SYNTH_MEMORY_MAX_BITS = 65536
```
`./constraint.sdc`:
```
current_design BubSys_SRAM

set clk_period 37.8
set clk_io_pct 0.2

create_clock -name clk0 -period $clk_period [get_ports {i_MCLK}]

set non_clock_inputs [all_inputs -no_clocks]
set_input_delay [expr $clk_period * $clk_io_pct] -clock clk0 $non_clock_inputs
set_output_delay [expr $clk_period * $clk_io_pct] -clock clk0 [all_outputs]
```
`./run.sh`:
```
#!/bin/bash
# OpenROAD 26Q1-2900-gdf79404cd8, Yosys 0.63+post, stock flow scripts
make -C /OpenROAD-flow-scripts/flow DESIGN_CONFIG=/design/flow/config.mk WORK_HOME=/design/flow/orfs finish
```
==> run_results.csv <==
group,metric,value,unit
clock_tree,ctsResizeCount,0,
logic_synthesis,syn_avg_cell_area,19.5,µm²
sta,slew_headroom,6.05,%
clock_tree,clk-insertion-delay-late,1.12,ns
sta,tightestPinTransition,1.40,ns
sta,max_clock_freq,0.0597,GHz
critical_path,crit_path_start_kind,"input port",
logic_synthesis,synth-main-ff-cell,"edfxtp_1",
die,std_cell_rows,376,
critical_path,critPathMaxFanout,54,
sta,timing.final.setup_violations,0,
logic_synthesis,enable_flop_cells,8200,
clock_tree,cts-buffers-inserted,798,
run_status,run_status,"finished, final reports clean",
clock_tree,cts_hold_buffers,0,
logic_synthesis,yosysTopAreaCell,"edfxtp_1",
sta,hold_viol,0,
layout,mostFrequentLayoutCells,"edfxtp_1 (8200), mux2i_1 (2206), nor2_1 (1303)",
critical_path,worstPathRequired,38.59,ns
logic_synthesis,synth.cellmix.xorXnorShare,0,%
clock_tree,clock_path_buffers,5,
clock_tree,worst_setup_hold_path_clk_slew,0.06,ns
die,floorplan.core_util,30.1,%
critical_path,crit_family,"buffers and inverters",
logic_synthesis,synth_flops,8200,
placement,finalWeightedCongestion,0.903,
global_route,grt_busiest_layer,"met2",
logic_synthesis,postSynth.asyncResetShare,0,%
sta,final_period_minus_worst_setup_slack,16.75,ns
critical_path,timing.critical_path.arrival,17.54,ns
logic_synthesis,netlist_area,0.315,mm²
logic_synthesis,fa_ha_area_share,0,%
layout,drive_above_1_share,16.8,%
clock_tree,ctsRootBufferMaster,"clkbuf_16",
sta,timing_max_transition_violations_final,0,
logic_synthesis,synth-compound-area-share,3.47,%
detailed_routing,routed-via-count,159000,
sta,final.period_utilization,44.3,%
critical_path,cp_num_buf_inv,12,
pwr,power-per-cell-area,51.1,mW/mm²
critical_path,worst_path_cell_chain,"buf_16 -> buf_4 -> buf_4 -> buf_4 -> buf_4 -> buf_4 -> buf_4 -> buf_4 -> buf_4 -> buf_4 -> buf_4 -> buf_4 -> mux4_2 -> a22oi_1 -> o2111ai_1 -> nand3_1 -> o211ai_1 -> or4_1",
placement,io_buffers,28,
detailed_routing,firstDrtPassIters,6,
clock_tree,cts.sink_count,8200,
logic_synthesis,synth_seq_share,78.1,%
pwr,share_comb_of_total_power,4.5,%
die,die_width,1030,µm
global_route,grt_first_pass_wirelength,1270000,µm
global_route,initial_antenna_violation_count,64,
sta,worst_hold_margin,1.07,ns
sta,fin_skew,0.0716,ns
logic_synthesis,ys_chip_area,0.315,mm²
logic_synthesis,synth.comb.largest_family,"multiplexers",
detailed_routing,post-route-drc-count,0,
hold_path,hp-class,"reg2reg",
placement,place_hpwl,562000,µm
logic_synthesis,ys_sh_simple,2.86,%
die,core-area,1.05,mm²
logic_synthesis,yosysWarningCount,1,
global_route,via_count_of_the_first_global_routing_pass,170000,
logic_synthesis,netlist_instances,16200,
layout,area.growth.synth_to_final,13.9,%
global_route,use_met3,17.0,%
die,die-height,1030,µm
global_route,grt_max_degree,140,
critical_path,critPathMostFrequentCell,"buf_4",
global_route,track_usage,18.2,%
logic_synthesis,synth_cell_types,62,
clock_tree,cts_max_level,6,
logic_synthesis,yosys_cell_count,16200,
critical_path,critical_path.endpoint_type,"flop",
die,pin_count,29,
global_route,grtUsageMet1,18.8,%
detailed_routing,antenna_left,0,
detailed_routing,drt_iter0_markers,11200,
critical_path,setup.worst_path.class,"in2reg",
pwr,seqPwrFrac,54.6,%
logic_synthesis,synth.mux.area_fraction,14.0,%
critical_path,max_stage_delay,0.75,ns
global_route,grt.met2_usage,26.1,%
pwr,clock_power_share,40.9,%
detailed_routing,final_routed_wirelength_across_all_metal_layers,905000,µm
clock_tree,number_of_buffers_added_for_setup_after_cts,0,
pwr,cellInternalPower,0.0144,W
pwr,max-vdd-ir-drop,38.3,µV
layout,final_layout_top_logic_cell,"edfxtp_1",
die,die_area,1.05,mm²
logic_synthesis,top_cells_by_area,"edfxtp_1 (78%), mux2i_1 (7.0%), mux4_2 (6.9%)",
pwr,sw_frac_of_total,21.3,%
clock_tree,cts_tree,"built",
critical_path,worst_path_max_delay_cell,"buf_4",
detailed_routing,avgRoutedWirePerCell,28.8,µm
sta,fin_setup_tns,0,ns
logic_synthesis,post-synth-top-area-fraction,78.1,%
global_route,global_route.overflow_total,0,
detailed_routing,viasPerCell,5.08,
sta,rsz0062_at_grt,"no",
run,timing.max_cap.violations,0,
run,openroad.warnings,72,
pwr,power_switching,0.00391,W
pwr,static_leakage,114,nW
[through the flow]
step | std cells | area, µm² | setup slack [ns] | total power (W) | util [%]
CTS | 31300 | 359000 | 21.34 | 0.0184 | 34.2
global route | 31300 | 359000 | 20.64 | 0.0188 | 34.3
detailed placement | 29900 | 335000 | 20.20 | 0.0110 | 32.0
floorplan | 16200 | 315000 | 27.53 | 0.0106 | -
global placement | 29900 | 335000 | 20.22 | 0.0110 | 32.0
finish | 31400 | 359000 | 21.05 | 0.0183 | 34.3
[registers in the layout (all words and copies together) (netlist names)]
register,flops
RAM,8192
o_DOUT,8
[power by group through the flow]
stage | registers (W) | clock network (W) | logic [W]
finish | 0.0100 | 0.00750 | 0.000827
global route | 0.0100 | 0.00793 | 0.000879
CTS | 0.0100 | 0.00760 | 0.000827
[worst min-delay path, delay by kind of cell (launching register included)]
family / cells / cell delay, ns
flops: 1 / 0.31
simple gates: 3 / 0.29
mux: 1 / 0.22
compound gates: 2 / 0.16
[cell usage after synthesis (136+ instances only)]
cell         n
edfxtp_1  8200
mux2i_1   2206
nor2_1    1307
mux4_2     959
o22ai_1    851
clkbuf_1   438
buf_2      402
a22oi_1    296
nor4_1     212
nand2_1    203
nand3_1    148
buf_1      146
o21ai_0    136
[worst paths after layout]
check / from / end / slack [ns] / cells after the start
max: i_ADDR[1] / o_DOUT[3] / 21.05 / 18
min: RAM[627][5] / o_DOUT[5] / 1.07 / 6
max reg2reg: RAM[675][0] / o_DOUT[0] / 32.52 / 6
min reg2reg: RAM[627][5] / o_DOUT[5] / 1.07 / 6
[kinds of logic after synthesis]
family | Yosys count
DFF | 8200
muxes | 3213
and+or+nand+nor | 2066
AOI/OAI and AO/OA | 1621
buffers and inverters | 1059
[metal layers]
layer  wire length (µm)  vias up  part of all wire, %
li1                   -    67500                    -
met1             282000    80500                   31
met2             404000     9756                   45
met3             180000     1646                   20
met4              36600       98                  4.0
met5               1480        -                 0.16
[cell type report]
cell class | instances | area (µm²)
Fill cell | 96300 | 689000
Sequential cell | 8200 | 246000
Multi-Input combinational cell | 6900 | 64600
Clock buffer | 993 | 20900
Tap cell | 14000 | 17500
Timing Repair Buffer | 805 | 6530
Clock inverter | 408 | 3120
Antenna cell | 95 | 238
Inverter | 3 | 11.3
Power figures rest on the tool's default switching activity, not on a simulated workload.
