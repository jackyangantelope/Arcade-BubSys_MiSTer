## run.sh

```bash
#!/bin/bash
# OpenROAD 26Q1-2900-gdf79404cd8, Yosys 0.63+post, stock flow scripts
make -C /OpenROAD-flow-scripts/flow DESIGN_CONFIG=/design/flow/config.mk WORK_HOME=/design/flow/orfs finish
```

## constraint.sdc

```tcl
current_design jt49_dcrm

set clk_period 109.2
set clk_io_pct 0.2

create_clock -name clk0 -period $clk_period [get_ports {clk}]

set non_clock_inputs [all_inputs -no_clocks]
set_input_delay [expr $clk_period * $clk_io_pct] -clock clk0 $non_clock_inputs
set_output_delay [expr $clk_period * $clk_io_pct] -clock clk0 [all_outputs]
```

## config.mk

```make
export PLATFORM = sky130hd
export DESIGN_NAME = jt49_dcrm
export DESIGN_NICKNAME = jt49_dcrm
export VERILOG_FILES = /design/flow/design.v
export SDC_FILE = /design/flow/constraint.sdc
export NUM_CORES = 4
export LEC_CHECK = 1
export CORE_UTILIZATION = 40
```

## design.v

```verilog
module jt49_dcrm(
    input                clk,
    input                cen,
    input                rst,
    input         [7:0]  din,
    output reg signed [7:0]  dout
);
wire signed [7:0] ave0, ave1;
jt49_mave u_mave0(
    .clk    ( clk           ),
    .cen    ( cen           ),
    .rst    ( rst           ),
    .din    ( {1'b0, din[7:1] }  ),
    .dout   ( ave0          )
);
jt49_mave u_mave1(
    .clk    ( clk    ),
    .cen    ( cen    ),
    .rst    ( rst    ),
    .din    ( ave0   ),
    .dout   ( ave1   )
);
always @(posedge clk)
    if( cen )
        dout <= ({1'b0,din} - {ave1,1'b0})>>>1;
endmodule
module jt49_dly #(parameter DW=8, depth=10)(
    input                clk,
    input                cen,
    input                rst,
    input         [7:0]  din,
    output reg    [7:0]  dout,
    output reg    [7:0]  pre_dout
);
reg [depth-1:0] rdpos, wrpos;
reg [DW-1:0] ram[0:2**depth-1];
always @(posedge clk) 
    if(rst)
        pre_dout <= {DW{1'b0}};
    else begin
        pre_dout <= ram[rdpos];
        if( cen ) ram[wrpos] <= din;
    end
always @(posedge clk)
    if( rst ) begin
        rdpos <= { {depth-1{1'b0}}, 1'b1};
        wrpos <= {depth{1'b1}};
        dout <= {DW{1'b0}};
    end else if(cen) begin
        dout <= pre_dout;
        rdpos <= rdpos+1'b1;
        wrpos <= wrpos+1'b1;
    end
endmodule  
module jt49_mave #(parameter depth=8, DW=8)(
    input                   clk,
    input                   cen,
    input                   rst,
    input  signed [DW-1:0]  din,
    output signed [DW-1:0]  dout
);
wire [DW-1:0] dly0;
wire [DW-1:0] pre_dly0;
jt49_dly #(.depth(depth),.DW(DW)) u_dly0(
    .clk        ( clk       ),
    .cen        ( cen       ),
    .rst        ( rst       ),
    .din        ( din       ),
    .dout       ( dly0      ),
    .pre_dout   ( pre_dly0  )
);
reg signed [DW:0] diff;
reg signed [DW+depth-1:0] sum;
always @(posedge clk)
    if( rst ) begin
        diff <= {DW+1{1'd0}};
        sum  <= {DW+depth+1{1'd0}};
    end else if(cen) begin
        diff <= {1'b0,din } - { 1'b0, dly0 };
        sum  <= { {depth{diff[DW]}}, diff } + sum;
    end
assign dout = sum[DW+depth-1:depth];
endmodule
```

==> impl_metrics.tcl <==
# flow metrics
set metrics [dict create \
    outcome "complete, no violations" \
    post_cts_resized 0 \
    num_rows 229 \
    async_reset_ff_share_pct 0 \
    skew_ns 0.0469 \
    p_per_area_mw_per_mm2 18.5 \
    rr_startpoint "u_mave1.u_dly0.rdpos[0]$_SDFFE_PP1P_" \
    cp.arrival_ns 24.97 \
    yosysCellCount 8105 \
    synth-seq-cells 3960 \
    n_fill_cell 32000 \
    core_util_floorplan_pct 40.2 \
    gp_congestion 0.915 \
    clockBufferDepth 4 \
    cp.required_ns 109.71 \
    antenna_found_initial 13 \
    grtUsageMet2_pct 32.8 \
    die_w_um 628 \
    dp_hpwl_mm 247 \
    clockRootBuffer "clkbuf_16" \
    finalHoldViolations 0 \
    top_cells_by_count "edfxtp_1, mux4_2, nor2_1" \
    grt_pass1_vias 85200 \
    coreArea_sq_mm 0.389 \
    track_usage_pct 22.3 \
    fmax_mhz 40.9 \
    netlist-cell-type-count 86 \
    rsz0062_at_grt "false" \
    yosysWarnings 3 \
    power_leakage_nw 57.5 \
    place_ws_ns 83.85 \
    drc 0 \
    edf_count 3848 \
    avgSynthCellArea_sq_um 19.3 \
    clock_latency_ns 0.91 \
    met1_usage_pct 26.6 \
    setup.worst_path.start "cen" \
    vias 78700 \
    cts_buffers 392 \
    die_area_sq_mm 0.394 \
    crit_type "in2reg" \
    maxSlewHeadroom_pct 23.0 \
    grt_max_degree 149 \
    wl_per_cell_um 29.1 \
    worst_slew_pin_slew_ns 1.15 \
    die_h_um 628 \
    drive_gt1_share_pct 18.5 \
    timing.final.setup_violations 0 \
    finalPower_mw 3.25 \
    busiest_layer "met2" \
    worstHoldStart "u_mave0.diff[7]$_SDFFE_PP0P_" \
    ys.flop_type "edfxtp_1" \
    area_leaders "edfxtp_1, mux4_2, mux2i_1, nor2_1, dfxtp_1" \
    critPathMaxFanout 41 \
    portBuffers 17 \
    fin_crit_sh_pct 22.4 \
    htreeDepth 5 \
    drt-initial-drc-count 5201 \
    ys_seq_share_pct 75.2 \
    cts_hold_buf 0 \
    ir_drop_mv 0.0136 \
    netlist_area_sq_mm 0.157 \
    crit_path_end_kind "flip-flop" \
    yosys.area.top_type "edfxtp_1" \
    hold_class "reg2reg" \
    clkTransAtPathRegs_ns 0.06 \
    top_cell_area_share_pct 73.7 \
    drtAntennaViolNets 0 \
    setup_ws_ns 84.74 \
    yosysMostFrequentCell "edfxtp_1" \
    syn2layout_area_growth_pct 11.9 \
    max-cap-violations 0 \
    slew_viol_final 0 \
    tool_warnings 45 \
    post_cts_buffers 0 \
    num_io_pins 19 \
    final.setup.tns_ns 0 \
    cts_tree "done" \
    dr.pass1.iters 5 \
    grt-ovfl-total 0 \
    cts_sinks 3960 \
    grt_pass1_wl_mm 583 \
    viasPerCell 5.70 \
    utilization_pct 45.0 \
    min_period_ns 24.46 \
    cp-start-kind "input pin" \
    met3_usage_pct 15.0 \
    synth_cells 8105 \
    wl_mm 402 \
    yosys_area_sq_mm 0.157 \
]
## per-stage QoR
| stage | hold slack [ns] | instances | cell area [sq um] |
|---|---|---|---|
| 5_1_grt | 0.491 | 13800 | 175000 |
| 2_1_floorplan | 0.440 | 8105 | 157000 |
| 6_report | 0.474 | 13800 | 175000 |
| 3_5_place_dp | 0.462 | 13100 | 163000 |
| 4_1_cts | 0.475 | 13800 | 175000 |
| 3_3_place_gp | 0.460 | 13100 | 163000 |
## power by group
group          switching, mW  internal [mW]
Clock                  0.555          0.760
Combinational          0.152         0.0925
Sequential            0.0110           1.68
Total                  0.719           2.53
## cell type report
cell class	count	area [sq um]	area share, %
Inverter	52	205	0.117
Timing Repair Buffer	279	2260	1.29
Sequential cell	3960	118000	67.2
Clock inverter	210	2010	1.15
Multi-Input combinational cell	3602	36000	20.5
Antenna cell	10	25.0	0.0143
Tap cell	5197	6500	3.71
Clock buffer	497	10500	5.97
## state kept, by name, indices dropped and copies added, names as in the netlist
register and cells:
dout 8, u_mave1.u_dly0.dout 8, u_mave0.u_dly0.rdpos 8, u_mave0.u_dly0.pre_dout 7
u_mave1.diff 9, u_mave1.sum 16, u_mave1.u_dly0.ram 2048, u_mave0.u_dly0.dout 7
u_mave1.u_dly0.pre_dout 8, u_mave1.u_dly0.wrpos 8, u_mave1.u_dly0.rdpos 8, u_mave0.u_dly0.wrpos 8
u_mave0.diff 9, u_mave0.u_dly0.ram 1792, u_mave0.sum 16
## cells in the final DEF (no fill, tap or decap), types with 41 or more instances in the layout
| master | instances |
|---|---|
| nor3_1 | 68 |
| buf_4 | 256 |
| mux2i_1 | 575 |
| o22ai_1 | 87 |
| dfxtp_1 | 95 |
| ha_1 | 62 |
| mux4_2 | 718 |
| clkbuf_1 | 89 |
| clkinv_2 | 58 |
| nand2_1 | 277 |
| a221oi_1 | 61 |
| o221ai_1 | 146 |
| edfxtp_1 | 3848 |
| a211oi_1 | 61 |
| nor2_1 | 649 |
| clkinv_1 | 81 |
| o21ai_0 | 141 |
| nor2b_1 | 41 |
| clkbuf_16 | 401 |
| nand3_1 | 69 |
| a21oi_1 | 207 |
| inv_1 | 44 |
## worst max-delay path: stages
cell,delay (ns)
buf_4,0.44
inv_1,0.08
buf_4,0.30
nor2_1,0.25
buf_4,0.31
nand3_1,0.44
buf_4,0.48
nor2_1,0.76
## final timing paths
kind,slack (ns),end,cells past startpoint
setup reg to reg,103.39,u_mave1.u_dly0.pre_dout[1]$_SDFF_PP0_,11
hold / removal,0.47,u_mave0.diff[7]$_SDFFE_PP0P_,2
setup / recovery,84.74,u_mave1.u_dly0.ram[121][7]$_DFFE_PP_,8
hold reg to reg,0.47,u_mave0.diff[7]$_SDFFE_PP0P_,2
## per-layer routing
metal  part of all wire, %  wire [um]
met5                 0.095        380
met4                   5.3      21100
met3                    15      60800
met2                    47     189000
met1                    33     131000
## kinds of logic (layout without fill, tap and decap cells)
kind of cell               after synthesis  count (layout)  share of synthesized area (%)
DFF                                   3960            3960                           75.2
muxes                                 1345            1345                           14.7
and+or+nand+nor                       1228            1228                           3.33
AOI/OAI and AO/OA                      915             915                           4.03
buffers and inverters                  543            1038                           1.92
adders and majority gates               67              67                          0.559
xor gates and xnor gates                47              47                          0.263
other                                    0              10                              0
Power figures rest on the tool's default switching activity, not on a simulated workload.
