==> flow/design.v <==
module BubSys_PROM #(parameter AW=10, parameter DW=8, parameter simhexfile="") (
    input   wire            i_MCLK,
    input   wire   [AW-1:0] i_PROG_ADDR,
    input   wire   [DW-1:0] i_PROG_DIN,
    input   wire            i_PROG_CS,
    input   wire            i_PROG_WR,
    input   wire   [AW-1:0] i_ADDR,
    output  reg    [DW-1:0] o_DOUT,
    input   wire            i_RD
);
reg     [DW-1:0]   ROM [0:(2**AW)-1];
always @(posedge i_MCLK) begin
    if(i_PROG_CS & i_PROG_WR) ROM[i_PROG_ADDR] <= i_PROG_DIN;
    else begin
        if(i_RD) o_DOUT <= ROM[i_ADDR];
    end
end
initial
begin
    if( simhexfile != "" ) begin
        $readmemh(simhexfile, ROM);
    end
end
endmodule
module BubSys_PROM_DC #(parameter AW=10, parameter DW=8, parameter simhexfile="") (
    input   wire            i_PROG_CLK,
    input   wire   [AW-1:0] i_PROG_ADDR,
    input   wire   [DW-1:0] i_PROG_DIN,
    input   wire            i_PROG_CS,
    input   wire            i_PROG_WR,
    input   wire            i_MCLK,
    input   wire   [AW-1:0] i_ADDR,
    output  reg    [DW-1:0] o_DOUT,
    input   wire            i_RD
);
reg     [DW-1:0]   ROM [0:(2**AW)-1];
always @(posedge i_PROG_CLK) begin
    if(i_PROG_CS && i_PROG_WR) ROM[i_PROG_ADDR] <= i_PROG_DIN;
end
always @(posedge i_MCLK) begin
    if(i_RD) o_DOUT <= ROM[i_ADDR];
end
initial
begin
    if( simhexfile != "" ) begin
        $readmemh(simhexfile, ROM);
    end
end
endmodule
==> flow/run.sh <==
#!/bin/bash
# OpenROAD 26Q1-2900-gdf79404cd8, Yosys 0.63+post, stock flow scripts
make -C /OpenROAD-flow-scripts/flow DESIGN_CONFIG=/design/flow/config.mk WORK_HOME=/design/flow/orfs finish
==> flow/config.mk <==
export PLATFORM = sky130hd
export DESIGN_NAME = BubSys_PROM_DC
export DESIGN_NICKNAME = BubSys_PROM_DC
export VERILOG_FILES = /design/flow/design.v
export SDC_FILE = /design/flow/constraint.sdc
export NUM_CORES = 4
export LEC_CHECK = 1
export CORE_UTILIZATION = 50
export SYNTH_MEMORY_MAX_BITS = 65536
==> flow/constraint.sdc <==
current_design BubSys_PROM_DC

set clk_period 26.3
set clk_io_pct 0.2

create_clock -name clk0 -period $clk_period [get_ports {i_MCLK}]
create_clock -name clk1 -period $clk_period [get_ports {i_PROG_CLK}]

set non_clock_inputs [all_inputs -no_clocks]
set_input_delay [expr $clk_period * $clk_io_pct] -clock clk0 $non_clock_inputs
set_output_delay [expr $clk_period * $clk_io_pct] -clock clk0 [all_outputs]
==> Slide: Implementation Results <==
Physical Implementation Snapshot

Run status
  • Status: finished with violations
  • Failing checks: max-capacitance violations, max-slew violations

Synth
  • Synth Register Bits: 8,200
  • Gate Count Post-Synth: 15,362
  • Cell count listed in synth_stat.txt: 15,362
  • Syn Area/Cell: 20.72 um^2
  • Commonest flop: edfxtp_1
  • Post-synth EDFFs: 8,200
  • Post-Syn Area: 0.3183 mm^2
  • YS chip area: 0.3183 mm^2
  • YS warnings: 1
  • Asr flop ratio synth: 0
  • Synth Seq Share: 0.7736
  • Post-synth cell types: 73

Die
  • Starting Density: 0.5027
  • Cell row count: 292
  • IO Count: 41
  • Die H: 799.9 um
  • Core footprint: 0.6332 mm^2
  • Die area: 0.6398 mm^2
  • Die width: 799.9 um

STA
  • RSZ-0062 raised after global routing: false
  • Worst Max-Slew Pin Slew: 1.573 ns
  • Fin Setup TNS: 0 ns
  • Fin worst setup slack: 13.02 ns
  • Pins over their slew limit: 18
  • Final Hold Violating Endpoints: 0
  • Final setup viols: 0
  • Rel. slew slack: -0.05949

Routing
  • Total number of vias: 157,703
  • Violation tally from detailed-route iteration zero: 11,113
  • Routed WL: 918,900 um
  • Antenna Nets Post-Route: 0
  • Remaining DRCs: 0
  • Initial DRT Pass Iterations: 5
  • DR WL/cell: 36.55 um
  • Vias per cell: 6.273

Critical path
  • Endpoint type of the worst setup path: flop
  • CP bufs+invs: 9
  • Critical path class: in2reg
  • CP peak stage delay: 1.01 ns
  • Most used cell, CP: buf_4
  • Slowest CP cell: o41ai_1
  • CP top delay family: buffers and inverters
  • Worst Path Required: 26.28 ns
  • CP startpoint kind: input port
  • CP Max Fanout: 73
  • Cell Chain, Critical Path: buf_16, buf_4, buf_4, buf_4, buf_4, buf_12, buf_4, mux4_2, a22o_1, a221oi_1, o22ai_1, nor3_1, buf_4, nor3_2, o41ai_1, buf_4, nand4_1
  • Crit path arrival time: 13.26 ns

Placed design
  • Final Wtd Congestion: 0.9549
  • IO buf count: 39
  • Dpl ws: 12.79 ns
  • DP Wirelength: 577,300 um

Global routing
  • Largest net degree at the start of global routing: 134
  • GR Util All Layers: 0.3279
  • Antenna violations before repair: 80
  • GR Overflow Total: 0
  • First-pass GRT wire length: 1,290,000 um
  • Vias in the first global route: 170,718

Final layout
  • Fillers: 46,069
  • Share of layout cells above drive strength 1: 0.2184
  • Syn-to-layout area delta: 11.90%
  • Final Util: 0.5626

Job
  • OpenROAD warning count: 62
  • Max-Cap Viols: 3

Clocking
  • CTS resizes: 0
  • Postcts setup bufs: 0
  • Post-CTS Hold Buffers: 0
  • CTS tree: done
  • Register clock-pin slew on the reported worst setup and hold paths: 0.06 ns
  • CTS Sinks: 8,200

Hold path
  • Tightest Hold Check Type: reg2reg

Power and ir drop
  • VDD IR max: 82.10 uV
  • Leakage Power: 111.6 nW
  • Power Density: 75.63 mW/mm^2
## metrics by stage
stage	power [W]	hold slack (ns)	cells	area (um^2)
finish	0.02694	1.984	25138	356200
global placement	0.01599	1.131	23516	330100
detailed placement	0.01600	1.096	23528	330300
CTS	0.02709	2.088	25015	355900
global route	0.02762	2.110	25059	356000
floorplan	0.01532	0.8794	15362	318300
## per-layer routing
metal,part of all wire,global-route usage
met2,0.45,0.4419
met5,0.0028,0.02444
met4,0.046,0.1184
met3,0.19,0.2703
met1,0.30,0.4152
## sequential cells by signal, indices dropped and copies added, names as in the netlist
register	flops
ROM	8192
o_DOUT	8
## cells in the mapped netlist (7+ instances only)
cell type	n	area [um^2]
edfxtp_1	8200	246200
mux4_2	1578	35540
nor2_1	1127	4230
mux2i_1	1018	10190
clkbuf_1	452	1697
nand2_1	303	1137
a22oi_1	292	2192
o221ai_1	270	2365
a21oi_1	245	1226
o22ai_1	205	1282
nor3_1	149	745.7
buf_4	144	1081
o21ai_0	140	700.7
buf_6	134	1509
buf_1	133	499.2
buf_2	130	650.6
nand3_1	102	510.5
a221oi_1	94	823.3
mux2_2	58	653.1
a211oi_1	50	375.4
a22o_1	46	402.9
nor4_1	42	262.8
nand4_1	39	244.0
a2111oi_0	32	280.3
a31oi_1	32	200.2
o211ai_1	31	232.7
or3_1	31	193.9
mux4_1	21	551.8
nor2b_1	19	118.9
o32ai_1	18	157.7
a211o_1	17	148.9
o31ai_1	17	127.6
and2_1	16	100.1
and3_1	15	93.84
buf_8	14	210.2
nand2b_1	14	87.58
o2111ai_1	10	87.58
buf_12	9	180.2
nor3b_1	8	60.06
or2_2	7	43.79
or4_1	7	52.55
## worst register-to-register path, stage by stage, from the launching register on
cell	delay [ns]
edfxtp_1	0.36
mux4_2	0.49
a22o_1	0.26
a221oi_1	0.45
o22ai_1	0.35
nor3_1	0.95
buf_4	0.25
nor3_2	0.12
o41ai_1	1.01
buf_4	0.25
nand4_1	0.08
## layout by cell type (no fill, tap or decap), types with 14 or more instances in the layout
cell and count:
clkinv_8 15, a211o_1 17, o21ai_0 137, nor2_1 1113, nand4_1 39, and3_1 15
clkbuf_1 195, nand2_1 266, buf_12 24, nor3_2 14, clkdlybuf4s50_1 23, o221ai_1 270
a31oi_1 31, edfxtp_1 8200, a221oi_1 93, a22o_1 46, mux4_2 1578, diode_2 123
a211oi_1 49, a21oi_1 245, clkinv_2 118, clkbuf_16 828, nor4_1 26, nor3_1 135
or3_1 28, a2111oi_0 27, clkinv_1 225, nand2_4 32, mux2_2 58, o211ai_1 31
nand3_1 102, mux4_1 21, nor4_2 15, mux2i_1 1018, buf_4 735, o32ai_1 18
bufinv_16 55, a22oi_1 291, o22ai_1 204
## report_power, final
part | internal, W | total (W) | switching, W | leakage [nW]
Combinational | 0.000417 | 0.00134 | 0.000924 | 25.5
Clock | 0.00631 | 0.0112 | 0.00490 | 12.4
Sequential | 0.0144 | 0.0144 | 0.00000628 | 73.7
## final timing paths
kind                                       startpoint               endpoint  slack [ns]  depth (start not counted)
worst min-delay path            ROM[224][6]$_DFFE_PP_    o_DOUT[6]$_DFFE_PP_        1.98                          5
min in group clk1                       i_PROG_DIN[1]  ROM[958][1]$_DFFE_PP_        4.58                          1
worst max-delay path                        i_ADDR[0]    o_DOUT[2]$_DFFE_PP_       13.02                         17
worst min register to register  ROM[224][6]$_DFFE_PP_    o_DOUT[6]$_DFFE_PP_        1.98                          5
max in group clk1                      i_PROG_ADDR[3]  ROM[328][3]$_DFFE_PP_       17.46                          8
worst max register to register   ROM[11][2]$_DFFE_PP_    o_DOUT[2]$_DFFE_PP_       20.56                         10
## cells by family after synthesis
logic type,after synthesis,share of synthesized area
DFF,8200,0.7736
buffers and inverters,1023,0.01839
AOI/OAI and AO/OA,1561,0.03516
muxes,2675,0.1475
and+or+nand+nor,1903,0.02541
## final cells by class
class	count	area, um^2	area share
clock buffers	1023	21450	0.06022
diodes	123	307.8	0.0008641
well taps	8379	10480	0.02943
flip-flops and latches	8200	246200	0.6913
repair buffers	803	6565	0.01843
multi-input cells	6139	66980	0.1880
clock inverters	464	4120	0.01157
inverters	7	51.30	0.0001440
Power is estimated from default activity; no workload was simulated.
